$ cat /design/flow/design.v
`timescale 1ns / 1ps
module adapter
(
	input 				ckmb,
	input 				ckdr,
	input 				reset,
	output				srd,
	output				swr,
	output	[33:5]		sa,
	output	[255:0]		swdat,
	output	[31:0]		smsk,
	input	[255:0]		srdat,
	input				srdy,
	output 				IO_Ready,
	input				IO_Addr_Strobe,
	input				IO_Read_Strobe,
	input				IO_Write_Strobe,
	output 	[31 : 0]	IO_Read_Data,
	input	[31 : 0] 	IO_Address,
	input	[3 : 0] 	IO_Byte_Enable,
	input	[31 : 0] 	IO_Write_Data,
	input	[3 : 0] 	page,
	input	[2:0]		dbg_out
);
reg 		[31 : 0]	rdat;
reg 		[255 : 0]	wdat;
reg 		[31 : 0]	msk;
reg 		[33 : 2]	addr;
reg						rdy1;
reg						rdy2;
reg						read;
reg						write;
wire		[31:0]		iowd;
wire		[3:0]		mask;
parameter				BADBAD = 256'hBAD0BAD0BAD0BAD0BAD0BAD0BAD0BAD0BAD0BAD0BAD0BAD0BAD0BAD0BAD0BAD0;
always @ (posedge ckmb) begin
	if (IO_Addr_Strobe && IO_Write_Strobe) begin
		case (IO_Address[4:2])
			0:	wdat[31:0] <= iowd;
			1:	wdat[63:32] <= iowd;
			2:	wdat[95:64] <= iowd;
			3:	wdat[127:96] <= iowd;
			4:	wdat[159:128] <= iowd;
			5:	wdat[191:160] <= iowd;
			6:	wdat[223:192] <= iowd;
			7:	wdat[255:224] <= iowd;
		endcase
		case (IO_Address[4:2])
			0:	msk <= {28'hFFFFFFF, mask};
			1:	msk <= {24'hFFFFFF, mask, 4'hF};
			2:	msk <= {20'hFFFFF, mask, 8'hFF};
			3:	msk <= {16'hFFFF, mask, 12'hFFF};
			4:	msk <= {12'hFFF, mask, 16'hFFFF};
			5:	msk <= {8'hFF, mask, 20'hFFFFF};
			6:	msk <= {4'hF, mask, 24'hFFFFFF};
			7:	msk <= {mask, 28'hFFFFFFF};
		endcase
	end
	if (IO_Addr_Strobe)
		addr <= {page[3:0], IO_Address[29:2]};	
end
always @ (posedge ckmb or posedge reset) begin
	if (reset) begin
		read		<= 1'b0;
		write		<= 1'b0;		
		rdy2		<= 1'b0;		
	end	else begin
		if (IO_Addr_Strobe && IO_Read_Strobe)
			read	<= 1'b1;
		else if (IO_Addr_Strobe && IO_Write_Strobe)
			write	<= 1'b1;
		if (rdy1) begin
			read	<= 1'b0;
			write	<= 1'b0;
			rdy2	<= 1'b1;
		end			
		if (rdy2)
			rdy2	<= 1'b0;
	end
end
always @ (posedge ckdr or posedge reset) begin
	if (reset) begin
		rdy1		<= 1'b0;
	end	else begin
		if (srdy)
			rdy1	<= 1'b1;
		if (rdy2)
			rdy1	<= 1'b0;		
		if (srdy) case (addr[4:2])
			0:	rdat <= srdat[31:0];
			1:	rdat <= srdat[63:32];
			2:	rdat <= srdat[95:64];
			3:	rdat <= srdat[127:96];
			4:	rdat <= srdat[159:128];
			5:	rdat <= srdat[191:160];
			6:	rdat <= srdat[223:192];
			7:	rdat <= srdat[255:224];
		endcase
	end
end
assign iowd 			= IO_Write_Data;
assign mask 			= ~IO_Byte_Enable;
assign IO_Read_Data		= rdat;
assign IO_Ready			= rdy2;
assign srd				= read;
assign swr				= write;
assign swdat			= wdat;
assign smsk				= msk;
assign sa				= addr[33:5];
endmodule
$ cat /design/flow/run.sh
#!/bin/bash
# OpenROAD 26Q1-2900-gdf79404cd8, Yosys 0.63+post, stock flow scripts
make -C /OpenROAD-flow-scripts/flow DESIGN_CONFIG=/design/flow/config.mk WORK_HOME=/design/flow/orfs finish
$ cat /design/flow/config.mk
export PLATFORM = sky130hd
export DESIGN_NAME = adapter
export DESIGN_NICKNAME = adapter
export VERILOG_FILES = /design/flow/design.v
export SDC_FILE = /design/flow/constraint.sdc
export NUM_CORES = 4
export LEC_CHECK = 1
export CORE_AREA = 10 10 280 280
export DIE_AREA = 0 0 290 290
$ cat /design/flow/constraint.sdc
current_design adapter

set clk_period 3.6
set clk_io_pct 0.2

create_clock -name clk0 -period $clk_period [get_ports {ckdr}]
create_clock -name clk1 -period $clk_period [get_ports {ckmb}]

set non_clock_inputs [all_inputs -no_clocks]
set_input_delay [expr $clk_period * $clk_io_pct] -clock clk0 $non_clock_inputs
set_output_delay [expr $clk_period * $clk_io_pct] -clock clk0 [all_outputs]
==> results.cfg <==
; implementation run metrics
[route]
ant_nets = 0
post_drt_via_cell_ratio = 3.905
via_count = 9291
post-route-drc-count = 0
wl_per_cell_um = 24.36
drtIter0Drc = 345
dr.pass1.iters = 5
drt_wl_total_um = 57940

[grt]
grt_max_degree = 79
grt_pass1_wl_um = 80270
track_usage_pct = 13.73
grt_pass1_vias = 10190
antenna_found_initial = 21
grt.overflow.total = 0

[critical_path]
cp_top_family = buffers and inverters
path_cells = clkdlybuf4s50_1 > nor3b_1 > nor2b_4 > buf_4
cp_slowest_stage_delay_ns = 0.84
required_ns = 3.77
crit_arrival_ns = 2.91
worstSetupPathType = primary input to flop
path_max_fanout = 32
crit_path_start = IO_Address[2]
cp-start-kind = primary input
slowest_stage = clkdlybuf4s50_1
worstPathBufferInverterCount = 2
rrSetupSlack_ns = 1.21
r2r_start = addr[2]
critPathCaptureType = flop

[clocking]
clkTransAtPathRegs_ns = 0.06
cts-hold-fix-buffers = 0
cts.sinks = 356
cts_setup_buffers = 0
cts_tree = built
cts-resized-gates = 0

[synth]
syn-cell-area_um2 = 13440
ys_cells = 714
ys_seq_share_pct = 79.41
synthTopCellsByArea = edfxtp_1, mux2i_1, a221oi_2, o22a_1, buf_4
synthCells = 714
synth_top_flop_cell = edfxtp_1
yosysTopAreaCell = edfxtp_1
async_flop_share_pct = 1.124
yosys.area.top_type_share_pct = 78.67
yosys_warnings = 1
ys_types = 28
synth-edff-count = 352
yosys-top-cells-count = edfxtp_1, mux2i_1, nand2_1, buf_4
top_cell = edfxtp_1
synth-seq-cells = 356
syn_area_per_cell_um2 = 18.82
yosys-stat-area_um2 = 13440

[job]
cap_violations = 0
warnings = 33

[floorplanning]
pin_count = 690
fp.dieH_um = 290
core_area_um2 = 71850
rows = 98
die_x_um = 290
initial_core_util_pct = 18.70
die_area_um2 = 84100

[pwr]
power.density_nw_per_um2 = 443.8
p_leak_nw = 7.818
worst_ir_drop_vdd_uv = 501.4
power_mw = 10.00

[placement]
pre_cts_slack_ns = 0.3670
dp_hpwl_um = 46140
gp_congestion = 0.8870
placed_cells = 2302
io_buffers = 681

[sta]
setup_ws_ns = 0.8635
rsz0062_at_grt = false
fin_setup_tns_ns = 0
worst_clock_skew_ns = 0
worst_slew_pin_slew_ns = 0.7325
maxSlewHeadroom_pct = 51.17
hold_viol = 0
setup_violations = 0
finalMaxSlewViolations = 0

[final_layout]
drive_above_1_share_pct = 7.795
utilization_pct = 31.37
fillers = 6984
fin_cells = 2379
syn_to_final_growth_pct = 67.76

[hold_path]
hold_class = flop to flop
hp-start = rdy1

[run_status]
status = completed
[worst paths after layout]
check	end	cells past startpoint
setup / recovery	wdat[40]	4
hold / removal	write	1
setup reg to reg	rdat[30]	5
hold reg to reg	write	1
max in group clk0	rdat[30]	5
max in group asynchronous	rdy1	2
min in group asynchronous	read	2
min in group clk0	rdy1	2
[logic make-up (layout without fill, tap and decap cells)]
logic type,after synthesis,count (layout),synth area share (%)
compound gates,98,98,6.639
buf+inv,98,808,4.405
flops,356,356,79.41
mux,96,96,7.151
other cells,0,5,0
simple gates,66,66,2.393
[stage by stage]
stage	hold slack [ns]	area (um2)
final	0.2235	22540
after global placement	0.4476	21240
after detailed placement	0.4612	21240
after global routing	0.2229	22540
after CTS	0.1802	22530
after floorplan	0.4031	13440
[power by group]
part           switching, mW  internal (mW)  leakage, nW  total [mW]
Sequential            0.0538           4.74         3.32        4.79
Clock                   1.65           2.37        0.630        4.03
Combinational          0.476          0.714         3.86        1.19
Total                   2.18           7.82         7.82        10.0
[sequential cells by signal, summed over array words and instances, names as in the netlist]
register,count
read,1
addr,32
wdat,256
rdy1,1
msk,32
write,1
rdy2,1
rdat,32
[cell usage in the layout (no fill, tap or decap), types with 6 or more instances in the layout]
| master | n |
|---|---|
| clkbuf_1 | 10 |
| a221oi_1 | 11 |
| o22ai_1 | 32 |
| mux2i_1 | 96 |
| clkdlybuf4s50_1 | 680 |
| a221oi_2 | 19 |
| clkinv_1 | 6 |
| edfxtp_1 | 352 |
| nor2b_4 | 9 |
| inv_1 | 32 |
| buf_4 | 21 |
| clkinv_2 | 6 |
| o22a_1 | 32 |
| nand2_1 | 35 |
| clkbuf_16 | 42 |
[area by class of cell]
class / count / area [um2] / area share (%)
sequential: 356 / 10670 / 47.34
clock buffer: 52 / 1089 / 4.829
multi-input combinational: 260 / 2253 / 9.997
antenna: 5 / 12.51 / 0.05551
tap: 950 / 1189 / 5.273
inverter: 32 / 120.1 / 0.5329
clock inverter: 20 / 198.9 / 0.8826
timing repair buffer: 704 / 7009 / 31.09
[routing by layer]
layer  track usage, %  wire [um]  share of wire (%)  vias up
met3            10.85      10110                 17       98
met1            14.01      18640                 32     4375
met5                0         41              0.071        -
met2            21.47      27440                 47      663
met4            3.708       1719                3.0        6
li1                 -          -                  -     4149
Power is estimated from default activity; no workload was simulated.
